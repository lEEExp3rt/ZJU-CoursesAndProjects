===== flow/config.mk =====
export PLATFORM = sky130hd
export DESIGN_NAME = cmu
export DESIGN_NICKNAME = cmu
export VERILOG_FILES = /design/flow/design.v
export SDC_FILE = /design/flow/constraint.sdc
export NUM_CORES = 4
export LEC_CHECK = 1
export CORE_UTILIZATION = 50
export SYNTH_MEMORY_MAX_BITS = 65536

===== flow/constraint.sdc =====
current_design cmu

set clk_period 23.7
set clk_io_pct 0.2

create_clock -name clk0 -period $clk_period [get_ports {clk}]

set non_clock_inputs [all_inputs -no_clocks]
set_input_delay [expr $clk_period * $clk_io_pct] -clock clk0 $non_clock_inputs
set_output_delay [expr $clk_period * $clk_io_pct] -clock clk0 [all_outputs]

===== flow/design.v =====
module cache (
	input wire clk,   
	input wire rst,   
	input wire [ADDR_BITS-1:0] addr,   
    input wire load,     
	input wire store,   
	input wire edit,   
	input wire invalid,   
    input wire [2:0] u_b_h_w,  
	input wire [31:0] din,   
	output reg hit = 0,   
	output reg [31:0] dout = 0,   
	output reg valid = 0,   
	output reg dirty = 0,   
	output reg [TAG_BITS-1:0] tag = 0   
	);
    localparam
    ADDR_BITS = 32,
    WORD_BYTES = 4,
    WORD_BYTES_WIDTH = 2,    
    WORD_BITS = (WORD_BYTES * 8),
    ELEMENT_WORDS = 4,
    ELEMENT_WORDS_WIDTH = 2,    
    BLOCK_WIDTH = (ELEMENT_WORDS_WIDTH + WORD_BYTES_WIDTH),    
    ELEMENT_NUM = 64,
    WAYS = 2,
    ELEMENT_INDEX_WIDTH = 6,    
    SET_INDEX_WIDTH = 5,    
    TAG_BITS = (ADDR_BITS - SET_INDEX_WIDTH - BLOCK_WIDTH);   
    wire [31:0] word1, word2;
    wire [15:0] half_word1, half_word2;
    wire [7:0]  byte1, byte2;
    wire recent1, recent2, valid1, valid2, dirty1, dirty2;
    wire [TAG_BITS-1:0] tag1, tag2;
    wire hit1, hit2;
    reg [ELEMENT_NUM-1:0] inner_recent = 0;  
    reg [ELEMENT_NUM-1:0] inner_valid = 0;
    reg [ELEMENT_NUM-1:0] inner_dirty = 0;
    reg [TAG_BITS-1:0] inner_tag [0:ELEMENT_NUM-1];
    reg [31:0] inner_data [0:ELEMENT_NUM*ELEMENT_WORDS-1];
    integer i;
    initial begin
        for (i = 0; i < ELEMENT_NUM; i = i + 1)
            inner_tag[i] = 23'b0;
        for (i = 0; i < ELEMENT_NUM*ELEMENT_WORDS; i = i + 1)
            inner_data[i] = 32'b0;
    end
    wire [TAG_BITS-1:0] addr_tag;
    wire [SET_INDEX_WIDTH-1:0] addr_index;      
    wire [ELEMENT_INDEX_WIDTH-1:0] addr_element1; 
    wire [ELEMENT_INDEX_WIDTH-1:0] addr_element2;      
    wire [ELEMENT_INDEX_WIDTH+ELEMENT_WORDS_WIDTH-1:0] addr_word1;
    wire [ELEMENT_INDEX_WIDTH+ELEMENT_WORDS_WIDTH-1:0] addr_word2;  
    assign addr_tag = addr[ADDR_BITS-1:ADDR_BITS-TAG_BITS];  
    assign addr_index = addr[ADDR_BITS-TAG_BITS-1:ADDR_BITS-TAG_BITS-SET_INDEX_WIDTH];  
    assign addr_element1 = {addr_index, 1'b0};
    assign addr_element2 = {addr_index, 1'b1};  
    assign addr_word1 = {addr_element1, addr[ELEMENT_WORDS_WIDTH+WORD_BYTES_WIDTH-1:WORD_BYTES_WIDTH]};
    assign addr_word2 = {addr_element2, addr[ELEMENT_WORDS_WIDTH+WORD_BYTES_WIDTH-1:WORD_BYTES_WIDTH]};  
    assign word1 = inner_data[addr_word1];
    assign word2 = inner_data[addr_word2];  
    assign half_word1 = addr[1] ? word1[31:16] : word1[15:0];
    assign half_word2 = addr[1] ? word2[31:16] : word2[15:0];  
    assign byte1 = addr[1] ?
                    addr[0] ? word1[31:24] : word1[23:16] :
                    addr[0] ? word1[15:8] :  word1[7:0]   ;
    assign byte2 = addr[1] ?
                    addr[0] ? word2[31:24] : word2[23:16] :
                    addr[0] ? word2[15:8] :  word2[7:0]   ;  
    assign recent1 = inner_recent[addr_element1];
    assign recent2 = inner_recent[addr_element2];  
    assign valid1 = inner_valid[addr_element1];
    assign valid2 = inner_valid[addr_element2];  
    assign dirty1 = inner_dirty[addr_element1];
    assign dirty2 = inner_dirty[addr_element2];  
    assign tag1 = inner_tag[addr_element1];
    assign tag2 = inner_tag[addr_element2];  
    assign hit1 = valid1 & (tag1 == addr_tag);
    assign hit2 = valid2 & (tag2 == addr_tag);  
    always @ (posedge clk) begin
        valid <= recent1 ? valid2 : valid1;  
        dirty <= recent1 ? dirty2 : dirty1;  
        tag <= recent1 ? tag2 : tag1;  
        hit <= hit1 | hit2;  
        if (load) begin
            if (hit1) begin
                dout <=
                    u_b_h_w[1] ? word1 :
                    u_b_h_w[0] ? {u_b_h_w[2] ? 16'b0 : {16{half_word1[15]}}, half_word1} :
                    {u_b_h_w[2] ? 24'b0 : {24{byte1[7]}}, byte1};
                inner_recent[addr_element1] <= 1'b1;
                inner_recent[addr_element2] <= 1'b0;
            end
            else if (hit2) begin  
                dout <=
                    u_b_h_w[1] ? word2 :
                    u_b_h_w[0] ? {u_b_h_w[2] ? 16'b0 : {16{half_word2[15]}}, half_word2} :
                    {u_b_h_w[2] ? 24'b0 : {24{byte2[7]}}, byte2};
                inner_recent[addr_element1] <= 1'b0;
                inner_recent[addr_element2] <= 1'b1;
            end
        end
        else dout <= inner_data[ recent1 ? addr_word2 : addr_word1 ];
        if (edit) begin
            if (hit1) begin
                inner_data[addr_word1] <= 
                    u_b_h_w[1] ?         
                        din
                    :
                        u_b_h_w[0] ?     
                            addr[1] ?        
                                {din[15:0], word1[15:0]} 
                            :
                                {word1[31:16], din[15:0]} 
                        :    
                            addr[1] ?
                                addr[0] ?
                                    {din[7:0], word1[23:0]}    
                                :
                                    {word1[31:24], din[7:0], word1[15:0]}  
                            :
                                addr[0] ?
                                    {word1[31:16], din[7:0], word1[7:0]}    
                                :
                                    {word1[31:8], din[7:0]}  
                ;
                inner_dirty[addr_element1] <= 1'b1;
                inner_recent[addr_element1] <= 1'b1;
                inner_recent[addr_element2] <= 1'b0;
            end
            else if (hit2) begin  
                inner_data[addr_word2] <= 
                    u_b_h_w[1] ?         
                        din
                    :
                        u_b_h_w[0] ?     
                            addr[1] ?        
                                {din[15:0], word2[15:0]} 
                            :
                                {word2[31:16], din[15:0]} 
                        :    
                            addr[1] ?
                                addr[0] ?
                                    {din[7:0], word2[23:0]}    
                                :
                                    {word2[31:24], din[7:0], word2[15:0]}  
                            :
                                addr[0] ?
                                    {word2[31:16], din[7:0], word2[7:0]}    
                                :
                                    {word2[31:8], din[7:0]}  
                ;
                inner_dirty[addr_element2] <= 1'b1;
                inner_recent[addr_element1] <= 1'b0;
                inner_recent[addr_element2] <= 1'b1;
            end
        end
        if (store) begin
            if (recent1) begin   
                inner_data[addr_word2] <= din;
                inner_valid[addr_element2] <= 1'b1;
                inner_dirty[addr_element2] <= 1'b0;
                inner_tag[addr_element2] <= addr_tag;
            end else begin  
                inner_data[addr_word1] <= din;  
                inner_valid[addr_element1] <= 1'b1;  
                inner_dirty[addr_element1] <= 1'b0;  
                inner_tag[addr_element1] <= addr_tag;  
            end
        end
        if (invalid) begin
            inner_recent[addr_element1] <= 1'b0;
            inner_recent[addr_element2] <= 1'b0;
            inner_valid[addr_element1] <= 1'b0;
            inner_valid[addr_element2] <= 1'b0;
            inner_dirty[addr_element1] <= 1'b0;
            inner_dirty[addr_element2] <= 1'b0;
        end
    end
endmodule
module cmu (
		input clk,
		input rst,
		input [31:0] addr_rw,
		input en_r,
		input en_w,
        input [2:0] u_b_h_w,
		input [31:0] data_w,
		output [31:0] data_r,
		output stall,
		output reg mem_cs_o = 0,
		output reg mem_we_o = 0,
		output reg [31:0] mem_addr_o = 0,
		input [31:0] mem_data_i,
		output [31:0] mem_data_o,
		input mem_ack_i,
        output [2:0] cmu_state
	);
    localparam
    ADDR_BITS = 32,
    WORD_BYTES = 4,
    WORD_BYTES_WIDTH = 2,    
    WORD_BITS = (WORD_BYTES * 8),
    ELEMENT_WORDS = 4,
    ELEMENT_WORDS_WIDTH = 2,    
    BLOCK_WIDTH = (ELEMENT_WORDS_WIDTH + WORD_BYTES_WIDTH),    
    ELEMENT_NUM = 64,
    WAYS = 2,
    ELEMENT_INDEX_WIDTH = 6,    
    SET_INDEX_WIDTH = 5,    
    TAG_BITS = (ADDR_BITS - SET_INDEX_WIDTH - BLOCK_WIDTH);   
    reg [ADDR_BITS-1:0] cache_addr = 0;
    reg cache_load = 0;
    reg cache_store = 0;
    reg cache_edit = 0;
    reg [2:0] cache_u_b_h_w = 0;
    reg [WORD_BITS-1:0] cache_din = 0;
    wire cache_hit;
    wire [WORD_BITS-1:0] cache_dout;
    wire cache_valid;
    wire cache_dirty;
    wire [TAG_BITS-1:0] cache_tag;
    cache CACHE (
        .clk(~clk),
        .rst(rst),
        .addr(cache_addr),
        .load(cache_load),
        .store(cache_store),
        .edit(cache_edit),
        .invalid(1'b0),
        .u_b_h_w(cache_u_b_h_w),
        .din(cache_din),
        .hit(cache_hit),
        .dout(cache_dout),
        .valid(cache_valid),
        .dirty(cache_dirty),
        .tag(cache_tag)
    );
    localparam
        S_IDLE = 0,
        S_PRE_BACK = 1,
        S_BACK = 2,
        S_FILL = 3,
        S_WAIT = 4;
    reg [2:0]state = 0;
    reg [2:0]next_state = 0;
    reg [ELEMENT_WORDS_WIDTH-1:0]word_count = 0;
    reg [ELEMENT_WORDS_WIDTH-1:0]next_word_count = 0;
    assign cmu_state = state;
    always @ (posedge clk) begin
        if (rst) begin
            state <= S_IDLE;
            word_count <= 2'b00;
        end
        else begin
            state <= next_state;
            word_count <= next_word_count;
        end
    end
    always @ (*) begin
        if (rst) begin
            next_state = S_IDLE;
            next_word_count = 2'b00;
        end
        else begin
            case (state)
                S_IDLE: begin
                    if (en_r || en_w) begin
                        if (cache_hit)
                            next_state = S_IDLE;  
                        else if (cache_valid && cache_dirty)
                            next_state = S_PRE_BACK;  
                        else
                            next_state = S_FILL;  
                    end
                    next_word_count = 2'b00;
                end
                S_PRE_BACK: begin
                    next_state = S_BACK;  
                    next_word_count = 2'b00;
                end
                S_BACK: begin
                    if (mem_ack_i && word_count == {ELEMENT_WORDS_WIDTH{1'b1}})     
                        next_state = S_FILL;  
                    else
                        next_state = S_BACK;  
                    if (mem_ack_i)
                        next_word_count = word_count + 1;  
                    else
                        next_word_count = word_count;
                end
                S_FILL: begin
                    if (mem_ack_i && word_count == {ELEMENT_WORDS_WIDTH{1'b1}})
                        next_state = S_WAIT;  
                    else
                        next_state = S_FILL;  
                    if (mem_ack_i)
                        next_word_count = word_count + 1;  
                    else
                        next_word_count = word_count;
                end
                S_WAIT: begin
                    next_state = S_IDLE;  
                    next_word_count = 2'b00;
                end
            endcase
        end
    end
    always @ (*) begin
        case(state)
            S_IDLE, S_WAIT: begin
                cache_addr = addr_rw;
                cache_load = en_r;
                cache_edit = en_w;
                cache_store = 1'b0;
                cache_u_b_h_w = u_b_h_w;
                cache_din = data_w;
            end
            S_BACK, S_PRE_BACK: begin
                cache_addr = {addr_rw[ADDR_BITS-1:BLOCK_WIDTH], next_word_count, {ELEMENT_WORDS_WIDTH{1'b0}}};
                cache_load = 1'b0;
                cache_edit = 1'b0;
                cache_store = 1'b0;
                cache_u_b_h_w = 3'b010;
                cache_din = 32'b0;
            end
            S_FILL: begin
                cache_addr = {addr_rw[ADDR_BITS-1:BLOCK_WIDTH], word_count, {ELEMENT_WORDS_WIDTH{1'b0}}};
                cache_load = 1'b0;
                cache_edit = 1'b0;
                cache_store = mem_ack_i;
                cache_u_b_h_w = 3'b010;
                cache_din = mem_data_i;
            end
        endcase
    end
    assign data_r = cache_dout;
    always @ (*) begin
        case (next_state)
            S_IDLE, S_PRE_BACK, S_WAIT: begin
                mem_cs_o = 1'b0;
                mem_we_o = 1'b0;
                mem_addr_o = 32'b0;
            end
            S_BACK: begin
                mem_cs_o = 1'b1;
                mem_we_o = 1'b1;
                mem_addr_o = {cache_tag, addr_rw[ADDR_BITS-TAG_BITS-1:BLOCK_WIDTH], next_word_count, {ELEMENT_WORDS_WIDTH{1'b0}}};
            end
            S_FILL: begin
                mem_cs_o = 1'b1;
                mem_we_o = 1'b0;
                mem_addr_o = {addr_rw[ADDR_BITS-1:BLOCK_WIDTH], next_word_count, {ELEMENT_WORDS_WIDTH{1'b0}}};
            end
        endcase
    end
    assign mem_data_o = cache_dout;
    assign stall = next_state != S_IDLE;  
endmodule

===== flow/run.sh =====
#!/bin/bash
# OpenROAD 26Q1-2900-gdf79404cd8, Yosys 0.63+post, stock flow scripts
make -C /OpenROAD-flow-scripts/flow DESIGN_CONFIG=/design/flow/config.mk WORK_HOME=/design/flow/orfs finish

==> Slide: Implementation Results <==
Synthesis and Place & Route Summary

Outcome
  • Status: completed

Drt
  • Vias per std cell: 5.89
  • DRC: 0
  • DR pass1 iterations: 9
  • Drt wl/cell: 35.7 microns
  • First DRT Iteration DRCs: 19.3k
  • ANT nets after route: 0
  • Total Wirelength: 1490000 microns
  • DR vias: 246k

Worst setup path
  • CP bufs+invs: 2
  • R2r setup slk: 13380 ps
  • Crit path kind: flop to output port
  • Worst setup EP type: output port
  • Crit start category: flop
  • Worst Reg-to-Reg Cells: 21
  • Critical path depth: 2
  • CP arrival: 15200 ps
  • CP Data Required Time: 18960 ps
  • Worst path slowest cell: edfxtp_1
  • Crit path launch: CACHE.dout[4]
  • Worst setup endpoint: mem_data_o[4]
  • CP Max Fanout: 5
  • Crit-path max cell delay: 1310 ps
  • Crit path cell chain: buf_4, clkdlybuf4s50_1
  • CP top delay family: flip-flops
  • Critical R2R Capture: CACHE.inner_data[133][9]
  • FF-to-FF Start: CACHE.inner_tag[7][13]

Hold path
  • WHS Path Cells: 2
  • HP Class: flop to flop

Final layout
  • Share of layout cells above drive strength 1: 0.215
  • Flop area: 297000 sq um
  • Area Growth Syn to Fin: 24.3%
  • MI comb area: 100000 sq um
  • Fill cell count: 54.7k

Logic synthesis
  • Ys cells: 18.7k
  • Synth Flop Type: edfxtp_1
  • Mapped cell area: 400000 sq um
  • Mapped Cells: 18.7k
  • Synthesized registers: 9994
  • Number of enable flip-flop cells: 9760
  • Library cells used by synthesis: 101
  • Ys async rst share: 0
  • Syn_area_per_cell: 21.4 sq um
  • Synth Warn #: 2
  • Synth area leader: edfxtp_1
  • Chip Area, Yosys: 400000 sq um
  • Max-area cell share: 0.733
  • Biggest area cells: edfxtp_1, mux4_2, mux2i_1, nor2_1, dfxtp_1

CTS
  • H-Tree Depth: 7
  • CTS Hold Buffers Added: 0
  • Worst-path clk slew: 40 ps
  • CTS Buf Count: 1150
  • Clock Root Buffer: clkbuf_16
  • CTS tree: done
  • Post-CTS sizing: 0
  • CTS max path bufs: 5
  • Clk latency of the worst-skew pair: 1260 ps
  • Setup bufs post-CTS: 0

Placed design
  • Port bufs: 203
  • HPWL after detailed placement: 919000 microns
  • Final Wtd Congestion: 1.05

Pwr
  • Pwr Density: 85.7 nW/um^2
  • Final Power: 42.6 mW
  • Static Leak: 198 nW
  • Maximum vdd ir drop: 0.0000899 V

Timing
  • Endpoints left unconstrained: 1612
  • Count of unclocked register or latch pins: 107
  • RSZ-0062 raised after global routing: false
  • Final TNS setup: 0 ps
  • Hold Fails Final Rpt: 0
  • Clk_skew: 111 ps
  • Slew @ Worst Pin: 1470 ps
  • Slew headroom: 0.00919
  • Final setup viols: 0
  • Max Slew Vio Count: 0

Global routing
  • Gr usage total: 0.426
  • First-pass GRT wire length: 2010000 microns
  • Initial antenna violation count: 190
  • Grt ovf: 0
  • Vias in the first global route: 276k
  • Largest net degree at the start of global routing: 98

Die
  • Die H: 896 microns
  • Die width: 896 microns
  • # IOs: 206
  • Row count: 328
  • Pre-Place Util: 0.501
  • Core Box Area: 797000 sq um
  • DIE AREA: 803000 sq um

Job
  • Max_cap viols: 0
  • Log Warnings: 1034
-- state kept, by name, summed over array words and instances, names as in the netlist, 2 cells and up --
register,cells
cache_u_b_h_w,3
CACHE.inner_dirty,64
CACHE.dout,32
CACHE.inner_tag,1472
cache_addr,32
CACHE.inner_valid,64
CACHE.tag,23
state,3
word_count,2
cache_din,32
mem_addr_o,30
CACHE.inner_data,8192
CACHE.inner_recent,32
next_word_count,2
next_state,3
-- worst min-delay path by stage --
stage,startpoint,to,slack (ps)
CTS,CACHE.inner_recent[18],CACHE.inner_recent[18],440
global route,CACHE.inner_recent[42],CACHE.inner_recent[42],470
finish,CACHE.inner_recent[18],CACHE.inner_recent[18],440
-- synth_stat cells, types with 25 or more instances --
cell and n:
a22oi_1 175, dfxtp_1 127, nor3_1 43, nand3_1 74, mux2i_1 752, o211ai_1 36, o22ai_1 223, a221oi_1 47
a31oi_1 87, buf_1 206, clkbuf_1 655, a211oi_1 32, a22o_1 67, a21oi_1 496, edfxtp_1 9760, buf_2 207
inv_1 25, mux2_2 49, or3_1 57, mux4_2 3122, o31ai_1 58, buf_4 139, and3_1 32, nand4_1 29
xnor2_1 28, dlxtn_1 107, o21ai_0 140, nand2_1 588, nor2_1 1011
-- worst min-delay path, cell delays in order, from the launching register on --
cell and delay, ps:
dfxtp_1 310, nand2_1 50, o31ai_1 50
-- cell families after synthesis --
logic type      Yosys count  share of synthesized area
latches                 107                    0.00403
fa+ha+maj                 9                   0.000275
compound gates         1530                     0.0247
buf+inv                1260                     0.0142
mux                    3923                      0.196
simple gates           1949                     0.0204
xor+xnor                 46                    0.00101
other cells               1                 0.00000938
flops                  9887                      0.739
-- layer usage --
| metal | vias up | routed length (microns) | global-route usage |
|---|---|---|---|
| met1 | 119000 | 388000 | 0.423 |
| met2 | 20100 | 653000 | 0.527 |
| met5 | - | 16100 | 0.184 |
| met3 | 3758 | 318000 | 0.415 |
| li1 | 102000 | - | - |
| met4 | 303 | 115000 | 0.284 |
-- through the flow --
| step | setup WS, ps | cell area, sq um | cells | hold WS (ps) | utilization |
|---|---|---|---|---|---|
| 4_1_cts | 3910 | 496000 | 41300 | 440 | 0.622 |
| 5_1_grt | 3840 | 497000 | 41700 | 472 | 0.623 |
| 3_5_place_dp | 5190 | 423000 | 29500 | 433 | 0.530 |
| 6_report | 3760 | 497000 | 41700 | 443 | 0.623 |
| 3_3_place_gp | 5200 | 423000 | 29500 | 430 | 0.530 |
| 2_1_floorplan | 6660 | 400000 | 18700 | 416 | - |
-- report_power, final --
part	internal, mW	leakage [nW]	switching, mW	total, mW
Sequential	19.1	90.3	0.000294	19.1
Clock	12.6	70.8	10.9	23.5
Combinational	0.0188	37.2	0.0275	0.0464
-- cells in the final DEF (no fill, tap or decap), drive strengths merged, types with 48 or more instances in the layout --
cell / netlist / layout
edfxtp: 9760 / 9760
inv: 26 / 10200
a22o: 67 / 67
a22oi: 178 / 178
o21ai: 146 / 146
nand3: 75 / 75
clkinvlp: 0 / 241
bufinv: 0 / 131
dlxtn: 107 / 107
a221oi: 48 / 48
mux2i: 752 / 752
a31oi: 87 / 87
diode: 0 / 476
o31ai: 58 / 58
mux4: 3122 / 3122
o22ai: 223 / 223
mux2: 49 / 49
or3: 57 / 57
clkdlybuf4s50: 0 / 203
dfxtp: 127 / 127
buf: 574 / 1250
clkbuf: 657 / 1179
a21oi: 498 / 498
nor2: 1013 / 1013
nand2: 589 / 589
-- layout make-up --
| class | count | share of cell area |
|---|---|---|
| inverters | 28 | 0.000264 |
| well taps | 10600 | 0.0266 |
| repair buffers | 1453 | 0.0233 |
| flip-flops and latches | 9994 | 0.598 |
| clock inverters | 10600 | 0.0882 |
| multi-input cells | 7459 | 0.202 |
| clock buffers | 1179 | 0.0593 |
| diodes | 476 | 0.00240 |
Power is estimated from default activity; no workload was simulated.
