===== design.v =====
`timescale 1ns / 1ps
module BranchTargetBuffer(
    input clk, rst,
    input [31:0] PC_IF,
    input [31:0] PC_ID,
    input [31:0] jump_PC_ID,
    input Branch_ID,  
    input B_valid,  
    input stall,  
    output [31:0] predictedPC,  
    output predict,  
    output flush
);
    parameter BTB_SIZE = 256;
    parameter ENTRY_SIZE = 11;
    reg [ENTRY_SIZE-1:0] btb [0:BTB_SIZE-1];
    integer i;  
    wire [7:0] IF_index, ID_index;  
    assign IF_index = PC_IF[9:2];
    assign ID_index = PC_ID[9:2];
    always @ (posedge clk or posedge rst) begin
        if (rst) begin
            for (i = 0; i < BTB_SIZE; i = i + 1) begin
                btb[i] <= 11'b0;
            end
        end else if (!stall) begin
            if (B_valid) begin
                btb[ID_index][10] = 1'b1;  
                if (btb[ID_index][9] == btb[ID_index][8]) begin btb[ID_index][8] = Branch_ID; end  
                else begin btb[ID_index][9:8] = {2{Branch_ID}}; end  
            end
            if (Branch_ID) begin 
                btb[ID_index][7:0] = jump_PC_ID[9:2];
            end
        end
    end
    assign predictedPC = btb[IF_index][7:0] << 2 | 32'h00000000;  
    assign predict = btb[IF_index][10] & btb[IF_index][9];  
    assign flush = (!stall) && B_valid && ((btb[ID_index][9] != Branch_ID) || (Branch_ID && (btb[ID_index][7:0] != jump_PC_ID[9:2])));  
endmodule

===== run.sh =====
#!/bin/bash
# OpenROAD 26Q1-2900-gdf79404cd8, Yosys 0.63+post, stock flow scripts
make -C /OpenROAD-flow-scripts/flow DESIGN_CONFIG=/design/flow/config.mk WORK_HOME=/design/flow/orfs finish

===== config.mk =====
export PLATFORM = sky130hd
export DESIGN_NAME = BranchTargetBuffer
export DESIGN_NICKNAME = BranchTargetBuffer
export VERILOG_FILES = /design/flow/design.v
export SDC_FILE = /design/flow/constraint.sdc
export NUM_CORES = 4
export LEC_CHECK = 1
export CORE_UTILIZATION = 40

===== constraint.sdc =====
current_design BranchTargetBuffer

set clk_period 22.8
set clk_io_pct 0.2

create_clock -name clk0 -period $clk_period [get_ports {clk}]

set non_clock_inputs [all_inputs -no_clocks]
set_input_delay [expr $clk_period * $clk_io_pct] -clock clk0 $non_clock_inputs
set_output_delay [expr $clk_period * $clk_io_pct] -clock clk0 [all_outputs]

==> impl_metrics.xml <==
<?xml version="1.0" encoding="UTF-8"?>
<metrics>
  <group name="outcome">
    <metric name="run_status" unit="">stopped before the end</metric>
    <metric name="failing_step" unit="">global routing</metric>
    <metric name="tool.error" unit="">[ERROR GRT-0116] Global routing finished with congestion. Check the congestion regions in the DRC Viewer.</metric>
  </group>
  <group name="clock_network">
    <metric name="cts_buffer_depth" unit="">4</metric>
    <metric name="cts-htree-levels" unit="">5</metric>
    <metric name="cts.sink_count" unit="">2816</metric>
    <metric name="ctsHoldBuffers" unit="">0</metric>
    <metric name="post_cts_resize_count" unit="">0</metric>
    <metric name="number_of_setup_buffers_added_after_cts" unit="">0</metric>
    <metric name="cts_root_buf" unit="">sky130_fd_sc_hd__clkbuf_16</metric>
    <metric name="cts_inserted_buffers" unit="">332</metric>
  </group>
  <group name="global_route">
    <metric name="grt_pass1_vias" unit="">186000</metric>
    <metric name="pin_count_of_the_biggest_net_entering_global_routing" unit="">140</metric>
    <metric name="grt_pass1_wl" unit="µm">2357000</metric>
    <metric name="groute.usage.overall" unit="%">107.0</metric>
    <metric name="globalRouteOverflowTotal" unit="">35110</metric>
  </group>
  <group name="synth">
    <metric name="synth-async-reset-ratio" unit="%">100.0</metric>
    <metric name="syn_area_per_cell" unit="µm²">11.12</metric>
    <metric name="synthCells" unit="">12760</metric>
    <metric name="synth_stat.cells" unit="">12760</metric>
    <metric name="yosys-stat-area" unit="µm²">141900</metric>
    <metric name="synth-seq-cells" unit="">2816</metric>
    <metric name="postSynth.topFlopCell" unit="">sky130_fd_sc_hd__dfrtp_1</metric>
    <metric name="mappedNetlistArea" unit="µm²">141900</metric>
    <metric name="synth.distinct_cells" unit="">100</metric>
    <metric name="sequential_element_share_of_the_synthesized_area" unit="%">49.66</metric>
    <metric name="synth-edff-count" unit="">0</metric>
    <metric name="synth_warnings" unit="">2</metric>
  </group>
  <group name="die">
    <metric name="die_width" unit="µm">597.6</metric>
    <metric name="io_pins" unit="">135</metric>
    <metric name="floorplan.die.height" unit="µm">597.6</metric>
    <metric name="placement_rows" unit="">218</metric>
    <metric name="starting_density_of_the_core" unit="%">40.23</metric>
  </group>
  <group name="place">
    <metric name="pre_cts_slack" unit="ps">6225</metric>
    <metric name="port_buffers" unit="">38</metric>
    <metric name="detailed_place_hpwl" unit="µm">1283000</metric>
    <metric name="place.gp.congestion" unit="">1.681</metric>
  </group>
</metrics>
==> stage by stage <==
| stage | cells | utilization [%] | total power, mW | cell area (µm²) |
|---|---|---|---|---|
| after floorplan | 12790 | - | 9.837 | 142000 |
| after CTS | 18890 | 48.37 | 19.12 | 170600 |
| after detailed placement | 18280 | 45.08 | 13.38 | 159000 |
| after global placement | 18280 | 45.08 | 13.32 | 159000 |
==> cell usage after synthesis, types with 90 or more instances <==
library cell	n	share of area, %
sky130_fd_sc_hd__nor4_1	142	0.63
sky130_fd_sc_hd__nor2_1	737	1.9
sky130_fd_sc_hd__or2_2	108	0.48
sky130_fd_sc_hd__mux2_2	2019	16
sky130_fd_sc_hd__o31ai_1	205	1.1
sky130_fd_sc_hd__a22oi_1	1282	6.8
sky130_fd_sc_hd__buf_1	90	0.24
sky130_fd_sc_hd__clkbuf_1	648	1.7
sky130_fd_sc_hd__buf_2	147	0.52
sky130_fd_sc_hd__nor3_1	117	0.41
sky130_fd_sc_hd__a22o_1	446	2.8
sky130_fd_sc_hd__o22ai_1	146	0.64
sky130_fd_sc_hd__dfrtp_1	2816	50
sky130_fd_sc_hd__a32oi_1	190	1.2
sky130_fd_sc_hd__nand3_1	274	0.97
sky130_fd_sc_hd__a221oi_1	400	2.5
sky130_fd_sc_hd__nand4_1	287	1.3
sky130_fd_sc_hd__nand2_1	763	2.0
sky130_fd_sc_hd__a21oi_1	178	0.63
sky130_fd_sc_hd__o21ai_0	621	2.2
sky130_fd_sc_hd__nand2b_1	212	0.93
==> metal layers <==
| metal | GRT overflow | global-route usage (%) |
|---|---|---|
| met5 | 667 | 93.09 |
| met1 | 13490 | 112.4 |
| met4 | 2829 | 95.55 |
| met2 | 10290 | 110.5 |
| met3 | 7838 | 103.9 |
==> kinds of logic after synthesis <==
group	synth area share [%]
xor+xnor	0.07319
other cells	0.002643
flops	49.66
buf+inv	2.945
simple gates	10.63
mux	16.65
compound gates	20.04
Power and IR drop assume default switching activity.
